===== config.mk =====
export PLATFORM = sky130hd
export DESIGN_NAME = bootrom
export DESIGN_NICKNAME = bootrom
export VERILOG_FILES = /design/flow/design.v
export SDC_FILE = /design/flow/constraint.sdc
export NUM_CORES = 4
export LEC_CHECK = 1
export CORE_AREA = 10 10 96 96
export DIE_AREA = 0 0 106 106

===== constraint.sdc =====
current_design bootrom

set clk_period 3.3
set clk_io_pct 0.2

create_clock -name clk0 -period $clk_period [get_ports {clk}]

set non_clock_inputs [all_inputs -no_clocks]
set_input_delay [expr $clk_period * $clk_io_pct] -clock clk0 $non_clock_inputs
set_output_delay [expr $clk_period * $clk_io_pct] -clock clk0 [all_outputs]

===== design.v =====
module bootrom(
			   input logic		   clk,
			   input logic		   rst,
			   input logic		   instr_req_i,
			   output logic		   instr_gnt_o,
			   output logic		   instr_rvalid_o,
			   input logic [31:0]  instr_addr_i,
			   output logic [31:0] instr_rdata_o,
			   output logic [6:0]  instr_rdata_intg_o,
			   output logic		   instr_err_o);
	logic [31:0] rdata_next;
	logic		 rvalid_next;
	always_ff @(posedge clk) begin
		if(rst == 1'b0) begin
			instr_rdata_o <= 32'h0000000;
			instr_rvalid_o <= 1'b0;
		end else begin
			instr_rdata_o <= rdata_next;
			instr_rvalid_o <= rvalid_next;
		end
	end
	always_comb begin
		unique case (instr_addr_i[15:2])
			14'h020: rdata_next = 32'h00018137;
			14'h021: rdata_next = 32'h0280006f;
			14'h022: rdata_next = 32'h03200793;
			14'h023: rdata_next = 32'h00100713;
			14'h024: rdata_next = 32'h02f50533;
			14'h025: rdata_next = 32'h000217b7;
			14'h026: rdata_next = 32'h00e7a223;
			14'h027: rdata_next = 32'h00021737;
			14'h028: rdata_next = 32'h00072783;
			14'h029: rdata_next = 32'hfea7eee3;
			14'h02a: rdata_next = 32'h00008067;
			14'h02b: rdata_next = 32'h00000613;
			14'h02c: rdata_next = 32'h00021737;
			14'h02d: rdata_next = 32'h00100513;
			14'h02e: rdata_next = 32'h1f300693;
			14'h02f: rdata_next = 32'h000205b7;
			14'h030: rdata_next = 32'h00a72223;
			14'h031: rdata_next = 32'h00072783;
			14'h032: rdata_next = 32'hfef6fee3;
			14'h033: rdata_next = 32'h00160613;
			14'h034: rdata_next = 32'h00c5a223;
			14'h035: rdata_next = 32'hfedff06f;
			14'h036: rdata_next = 32'h00021000;
			14'h037: rdata_next = 32'h00020000;
			14'h038: rdata_next = 32'h00020000;
			default: rdata_next = 32'h00000000;
		endcase  
		instr_gnt_o  = instr_req_i && (instr_addr_i[31:16] == 16'h0000);
		rvalid_next = instr_gnt_o;
		instr_rdata_intg_o = 7'b0000000;
		instr_err_o = 1'b0;
	end
endmodule

===== run.sh =====
#!/bin/bash
# OpenROAD 26Q1-2900-gdf79404cd8, Yosys 0.63+post, stock flow scripts
make -C /OpenROAD-flow-scripts/flow DESIGN_CONFIG=/design/flow/config.mk WORK_HOME=/design/flow/orfs finish

==> results.json <==
{
  "fmax_ghz": 0.329,
  "crit_arrival_ps": 2380,
  "core_um2": 7210,
  "via_per_inst": 4.34,
  "fin_crit_sh": 0.920,
  "yosys-stat-cells": 191,
  "io_pins": 77,
  "yosys_warnings": 1,
  "tightest_slew_ps": 580,
  "path_cells": "clkdlybuf4s50_1 -> or4_4 -> nor3_2 -> and4_1 -> clkdlybuf4s50_1",
  "cts_max_path_buffers": 2,
  "synth_cell_types": 37,
  "start_kind": "input port",
  "power_frac_seq": 0.512,
  "dp_hpwl_mm": 3.90,
  "rows": 31,
  "crit_required_ps": 2640,
  "cts_resized": 0,
  "avgSynthCellArea_um2": 7.98,
  "critPathBufInv": 2,
  "status": "finished, final reports clean",
  "place_inst": 346,
  "p_int_mw": 0.479,
  "max-slew-margin-rel": 0.612,
  "lay_top_count": "clkdlybuf4s50_1",
  "h-tree-depth": 1,
  "crit_slowest_cell": "or4_4",
  "grt_start_max_net_pins": 27,
  "numSynthFlops": 27,
  "fill_cells": 777,
  "cts_tree": "yes",
  "cts_made_buffers": 3,
  "grt_pass1_vias": 1513,
  "die_h_um": 106,
  "finalPower_mw": 0.636,
  "holdCritPathClass": "input port to flip-flop",
  "netlist_area_um2": 1520,
  "top_cells_by_area": "dfxtp_1 35%, buf_4 7.4%, ha_1 7.4%",
  "yosysChipArea_um2": 1520,
  "grt_use_total": 0.0825,
  "end_kind": "primary output",
  "warnings": 34,
  "final_cell_mix": "66 x clkdlybuf4s50_1, 27 x nand2_1, 27 x dfxtp_1",
  "numPortBuffers": 66,
  "dr.pass1.iters": 4,
  "cts.sinks": 27,
  "critPathKind": "input port to primary output",
  "critPathMaxFanout": 2,
  "hold_viol": 0,
  "synth_cells": 191,
  "place_congestion": 0.894,
  "vias": 1519,
  "ir_drop_v": 0.000111,
  "finalSetupViolations": 0,
  "drv_slew": 0,
  "pwr_density_cell_nw_per_um2": 278,
  "p_clk_frac": 0.278,
  "hold_buffers": 0,
  "path_depth": 5,
  "syn_to_final_growth_pct": 50.4,
  "antenna_found_initial": 0,
  "path_common_cell": "clkdlybuf4s50_1",
  "fp_util": 0.211,
  "cap_violations": 0,
  "min_period_ps": 3040,
  "hold_path_depth": 2,
  "p_sw_mw": 0.157,
  "overflow": 0,
  "critical-path-max-stage-delay_ps": 530,
  "drt.antenna.violating_nets": 0,
  "n_antenna_cell": 0,
  "root_buffer": "clkbuf_8",
  "combinationalPowerShare": 0.210,
  "drc": 0,
  "dieWidth_um": 106,
  "synth_area_leader_cell": "dfxtp_1",
  "routed_wl_mm": 4.80,
  "drt-initial-drc-count": 167,
  "critical-path-top-delay-family": "buffers and inverters",
  "grt_setup_unrepaired": "no",
  "setup_tns_ps": 0,
  "power.leakage_nw": 0.844,
  "die-area_um2": 11200,
  "post-route-util": 0.318,
  "grt_pass1_wl_mm": 7.87,
  "drive_gt1_frac": 0.0598,
  "post_drt_wl_per_cell_um": 13.7,
  "ys_seq_share": 0.355,
  "fin_cells": 350,
  "top_area_frac": 0.355,
  "post_cts_buffers": 0,
  "clk_pin_slew_ps": 80,
  "switching_share": 0.247
}
## power by group through the flow
stage     sequential (mW)  clock (mW)  combinational, mW
4_1_cts             0.326       0.188              0.134
5_1_grt             0.326       0.201              0.149
6_report            0.326       0.177              0.134
## sequential cells by signal, indices dropped and copies added, names as in the netlist
name            cells
instr_rvalid_o      1
instr_rdata_o      26
## final cells by class
| cell class | instances | area, um2 | area share |
|---|---|---|---|
| multi-input cells | 142 | 838 | 0.366 |
| clock buffers | 4 | 45.0 | 0.0197 |
| flip-flops and latches | 27 | 541 | 0.236 |
| well taps | 99 | 124 | 0.0540 |
| inverters | 5 | 18.8 | 0.00819 |
| repair buffers | 73 | 726 | 0.317 |
## through the flow
step | setup slack [ps] | area (um2) | hold WS [ps]
6_report | 263 | 2290 | 983
5_1_grt | 223 | 2290 | 1010
4_1_cts | 254 | 2290 | 975
3_5_place_dp | 264 | 2250 | 1270
3_3_place_gp | 270 | 2250 | 1270
2_1_floorplan | 1220 | 1550 | 782
## cell usage after synthesis
master    number
a211o_1        2
a211oi_1       3
a21oi_1       17
a22oi_1        1
a311o_1        1
a31o_2         1
a31oi_1        5
a32oi_1        2
and2_1         2
and4_1         1
buf_2          5
buf_4         15
clkbuf_1       4
conb_1         1
dfxtp_1       27
ha_1           9
inv_1          3
inv_2          2
mux2i_1        1
nand2_1       27
nand2b_1       5
nand3_1        7
nor2_1        12
nor2b_1        5
nor3_1         7
nor3_2         1
nor3b_1        1
nor4_1         2
nor4b_1        2
o211ai_1       2
o21a_1         4
o21ai_0        8
o31ai_1        1
o32a_1         1
or3_1          1
or4_4          1
xor2_1         2
## cell families (layout without fill, tap and decap cells)
logic type / after synthesis / in the layout / share of synthesized area
adders and majority gates: 9 / 9 / 0.0739
DFF: 27 / 27 / 0.355
AOI/OAI and AO/OA: 48 / 48 / 0.199
and+or+nand+nor: 74 / 74 / 0.240
xor gates and xnor gates: 2 / 2 / 0.0115
buffers and inverters: 29 / 82 / 0.112
muxes: 1 / 1 / 0.00657
other: 1 / 8 / 0.00246
## path summary, 6_finish.rpt
| check | start | end | slack (ps) |
|---|---|---|---|
| min | rst | instr_rvalid_o | 980 |
| max | instr_addr_i[19] | instr_gnt_o | 260 |
## per-layer routing
layer	vias to the layer above	share of wire	routed length, um	global-route usage
met3	4	0.070	336	0.0196
met2	55	0.48	2310	0.137
met1	698	0.43	2090	0.108
met5	-	0	0	0
met4	0	0.013	64	0.0126
li1	762	-	-	-
Power is estimated from default activity; no workload was simulated.
